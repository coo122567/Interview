==> /design/flow/design.v <==
`timescale 1ns/1ps
module bist_addr_gen #( parameter pADDR_WIDTH = 4
                      ) 
(
  input  wire                   bist_clk,
  input  wire                   bist_rst_n,
  input  wire                   addr_clr_en,
  input  wire                   addr_up_en,
  input  wire                   addr_dn_en,
  output wire [pADDR_WIDTH-1:0] bist_addr,
  output wire                   max_addr_done,
  output wire                   min_addr_done
);
localparam MAX_ADDR = {pADDR_WIDTH{1'b1}};
localparam MIN_ADDR = {pADDR_WIDTH{1'b0}};
reg [pADDR_WIDTH-1:0] addr_cnt_nxt;
reg [pADDR_WIDTH-1:0] addr_cnt;
reg [pADDR_WIDTH-1:0] bist_addr_reg;
assign max_addr_done = (addr_cnt == MAX_ADDR);
assign min_addr_done = (addr_cnt == MIN_ADDR);
always @(*) begin
  if(addr_clr_en)     addr_cnt_nxt = MIN_ADDR;
  else if(addr_up_en) addr_cnt_nxt = max_addr_done ? MIN_ADDR : addr_cnt + 4'd1;
  else if(addr_dn_en) addr_cnt_nxt = min_addr_done ? MAX_ADDR : addr_cnt - 4'd1;
  else                addr_cnt_nxt = addr_cnt;
end
always @(posedge bist_clk or negedge bist_rst_n) begin
  if(!bist_rst_n) addr_cnt <= MIN_ADDR;
  else            addr_cnt <= addr_cnt_nxt;
end
always @(posedge bist_clk or negedge bist_rst_n) begin
  if(!bist_rst_n) bist_addr_reg <= MIN_ADDR;
  else            bist_addr_reg <= addr_cnt;
end
assign bist_addr = bist_addr_reg;
endmodule
==> /design/flow/run.sh <==
#!/bin/bash
# OpenROAD 26Q1-2900-gdf79404cd8, Yosys 0.63+post, stock flow scripts
make -C /OpenROAD-flow-scripts/flow DESIGN_CONFIG=/design/flow/config.mk WORK_HOME=/design/flow/orfs finish
==> /design/flow/config.mk <==
export PLATFORM = sky130hd
export DESIGN_NAME = bist_addr_gen
export DESIGN_NICKNAME = bist_addr_gen
export VERILOG_FILES = /design/flow/design.v
export SDC_FILE = /design/flow/constraint.sdc
export NUM_CORES = 4
export LEC_CHECK = 1
export CORE_AREA = 10 10 70 70
export DIE_AREA = 0 0 80 80
==> /design/flow/constraint.sdc <==
current_design bist_addr_gen

set clk_period 1.5
set clk_io_pct 0.2

create_clock -name clk0 -period $clk_period [get_ports {bist_clk}]

set non_clock_inputs [all_inputs -no_clocks]
set_input_delay [expr $clk_period * $clk_io_pct] -clock clk0 $non_clock_inputs
set_output_delay [expr $clk_period * $clk_io_pct] -clock clk0 [all_outputs]
==> run summary <==
Notes on the physical implementation.

- The number of library cell types mapped by synthesis is 21, for reference.
- After detailed routing, the number of remaining DRC violations is 0.
- The count of maximum capacitance violations is 0, for reference.
- The horizontal die size is 80 um, for reference.
- The endpoint of the worst register-to-register path is addr_cnt[3], for reference.
- Buffers inserted to repair hold after CTS numbered 0.
- The type of element capturing the critical path is a primary output, for reference.
- The worst clock skew is 0.0100 ns, for reference.
- Per the skew report, the later register of the worst-skew pair sees a clock latency of 0.26 ns.
- The routed length per instance is 10.8 um, for reference.
- The via count of the first global-routing pass is 427.
- The TritonCTS clock tree is yes, for reference.
- For this run, the detailed router reports a per-instance via density of 3.55.
- Subtracting the final worst setup slack from the clock period gives 1.48 ns.
- Per the CTS log, the root buffer master is clkbuf_4.
- Total global-route track usage over all layers is 0.0373.
- Yosys stat counts 38 cells in the synthesized netlist.
- The depth of the worst register-to-register path is 5, for reference.
- The total setup violations reported at the end of the flow is 0, for reference.
- Entering global routing, the biggest net connects 9 pins.
- The number of synthesized register bits is 8, for reference.
- Of the cells placed in the final design, the portion with a size suffix greater than 1 is 0.455.
- The final hold violation count is 0, for reference.
- Once detailed placement completed, the half-perimeter wirelength came to 807 um.
- Of the available clock period, the critical path in the final layout requires 0.990.
- Synthesis produced 38 cells.
- In the setup report, the worst path falls into the class reg -> out.
- The number of warnings reported in the stage logs is 28.
- The script computed a power per unit cell area of 889 nW/um2.
- The height of the die is 80 um, for reference.
- The leakage power is 0.317 nW, for reference.
- The number of placed I/O pins is 11, for reference.
- Nets still carrying antenna violations after routing amount to 0.
- Clock tree synthesis found a total of 8 sinks.
- The number of flops mapped to enable cells by yosys is 0, for reference.
- TritonCTS created 3 clock buffers.
- The total overflow reported by the global router is 0, for reference.
- The warning tally printed by Yosys for this design is 1.
- In the synthesized netlist the dominant register cell turns out to be dfrtp_1.
- The first-iteration detailed-routing DRC count is 8, for reference.
- The first-pass GRT wire length is 1930 um, for reference.
- Summing internal, switching and leakage power gives 0.645 mW.
- The share of the Yosys chip area taken by registers is 0.513.
- The upper clock frequency limit is 674 MHz, for reference.
- The chip occupies 6400 um2.
- The initial antenna violation count is 0, for reference.
- The final timing report gives a worst setup slack of 0.0153 ns.
- For the worst setup path, the data arrival time is 1.18 ns.
- The pre-antenna-repair detailed-routing pass consisted of 2 iterations.
- CTS built an H-tree with a depth of 1.
- Summed over all failing endpoints, the final setup total negative slack is 0 ns.
- The total inserted antenna cells is 0, for reference.
- Looking at the worst setup and hold paths, the clock pins of their registers show a slew of 0.06 ns.
- Setup repair after global routing could not meet its margin everywhere.
- A synthesized cell averages 10.3 um2.
- The proportion of register bits with asynchronous set or reset after synthesis is 1.00, for reference.
- STA classifies the critical path startpoint as a flip-flop.
- The number of max-slew violations in the final report is 0, for reference.
- The starting utilization of the core area is 0.114, for reference.
- Looking at the critical path, the highest net fanout was 2.
- The final weighted congestion recorded by global placement is 0.747.
- Setup slack on the worst reg-to-reg path comes out at 0.06 ns.
- The layout-stage area growth over the synthesis result is 85.9%, for reference.
- Counting tap cells, the placed design contains a total of 103 instances.
- The start point of the critical path is addr_cnt[1], for reference.
- The data required time reported for the critical path is 1.20 ns.
- The synthesized netlist has a Yosys-reported chip area of 390 um2.
- After floorplanning, the core was divided into 21 placement rows.
- After synthesis the cells add up to 390 um2.
- The final cell count without fillers is 112, for reference.
- The worst pin sits at a relative slew slack of 0.755.
- The worst vdd rail ir drop is 0.532 mV, for reference.
- Setup slack on the worst path after placement came out at -0.175 ns.
- The start of the worst register-to-register path is addr_cnt[2], for reference.
- The port buffer count is 10, for reference.
- The core box area is 3420 um2, for reference.
- Counting along the longest clock path gives a buffer depth of 2.
- The total detailed-routing wirelength is 1210 um, for reference.
- The run finished with clean final reports.
- The type of the worst min-delay path is in -> async, for reference.
- The pin closest to its max-slew limit shows a slew of 0.367 ns.
- Across all layers, the routed design uses 398 vias.
==> power by group <==
group          switching, mW  internal (mW)  leakage, nW  total, mW
combinational         0.0902          0.135        0.200      0.225
sequential            0.0142          0.240        0.103      0.255
clock                 0.0737         0.0916       0.0138      0.165
total                  0.178          0.467        0.317      0.645
==> metrics by stage <==
stage,hold slack (ns),instance area (um2),utilization
final,0.319,726,0.212
after global routing,0.353,726,0.212
after CTS,0.331,697,0.204
after detailed placement,0.494,616,0.180
after global placement,0.487,616,0.180
after floorplan,0.00441,390,-
==> worst max path at each step <==
stage | end | cells past startpoint
global route | min_addr_done | 4
CTS | min_addr_done | 4
finish | max_addr_done | 4
==> cell usage in the layout, fill, tap and decap left out, drive strengths merged, types with 2 or more instances in the layout <==
cell type and count:
buf 17, clkdlybuf4s50 8, dfrtp 8, inv 3, nand2 3, nor2 3, clkbuf 3, o21ai 3
nor3 2, ha 2, a21oi 2
==> what timing repair did <==
action	CTS	global route
gates resized	16	4
endpoints found under the setup margin	2	3
setup buffers	4	2
pin swaps	1	3
==> layer usage <==
| metal | global-route usage | share of wire | up-vias |
|---|---|---|---|
| li1 | - | - | 193 |
| met1 | 0.0508 | 0.48 | 188 |
| met2 | 0.0538 | 0.42 | 15 |
| met3 | 0.0148 | 0.074 | 2 |
| met4 | 0.00880 | 0.024 | 0 |
| met5 | 0 | 0 | - |
==> layout make-up <==
class                   instances  area (um2)
multi-input cells              27         223
flip-flops and latches          8         201
inverters                       3        11.3
well taps                      46        57.6
clock buffers                   3        22.5
repair buffers                 25         210
fillers                       373        2690
==> kinds of logic after synthesis <==
family | count (synthesis) | share of synthesized area
AND/OR/NAND/NOR | 13 | 0.180
AND-OR/OR-AND | 10 | 0.167
flip-flops | 8 | 0.513
buffers and inverters | 3 | 0.0288
XOR/XNOR | 1 | 0.0224
adder cells (fa/ha/maj) | 2 | 0.0641
multiplexers | 1 | 0.0256
==> Yosys cell counts (2+ instances only) <==
library cell | number | share of area
nor3_1 | 2 | 0.026
a21oi_1 | 2 | 0.026
inv_1 | 2 | 0.019
dfrtp_1 | 8 | 0.51
ha_1 | 2 | 0.064
nor2_1 | 3 | 0.029
o21ai_0 | 3 | 0.038
nand2_1 | 3 | 0.029
==> critical path, stage by stage (launching register included) <==
cell	delay (ns)
dfrtp_1	0.40
buf_6	0.13
ha_4	0.15
and3_4	0.14
buf_2	0.11
Power and IR drop assume default switching activity.
