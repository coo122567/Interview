[/design/flow/run.sh]
#!/bin/bash
# OpenROAD 26Q1-2900-gdf79404cd8, Yosys 0.63+post, stock flow scripts
make -C /OpenROAD-flow-scripts/flow DESIGN_CONFIG=/design/flow/config.mk WORK_HOME=/design/flow/orfs finish
[/design/flow/config.mk]
export PLATFORM = sky130hd
export DESIGN_NAME = bist_controller
export DESIGN_NICKNAME = bist_controller
export VERILOG_FILES = /design/flow/design.v
export SDC_FILE = /design/flow/constraint.sdc
export NUM_CORES = 4
export LEC_CHECK = 1
export CORE_AREA = 10 10 70 70
export DIE_AREA = 0 0 80 80
[/design/flow/constraint.sdc]
current_design bist_controller

set clk_period 1.4
set clk_io_pct 0.2

create_clock -name clk0 -period $clk_period [get_ports {bist_clk}]

set non_clock_inputs [all_inputs -no_clocks]
set_input_delay [expr $clk_period * $clk_io_pct] -clock clk0 $non_clock_inputs
set_output_delay [expr $clk_period * $clk_io_pct] -clock clk0 [all_outputs]
[/design/flow/design.v]
`timescale 1ns/1ps
module bist_controller (
  input  wire     			  bist_clk,
  input  wire     			  bist_rst_n,
  input  wire		 	      bist_start,
  input  wire                 max_addr_done,
  input  wire                 min_addr_done,
  output wire      			  addr_clr_en,
  output wire      			  addr_up_en,
  output wire      			  addr_dn_en,
  output wire              	  pat_sel,
  output wire      			  bist_cs,
  output wire      			  bist_we,
  output wire     			  bist_done
);
reg  [2:0] state;
reg  [2:0] nxt_state;
wire       bist_cs_tmp;
wire       bist_we_tmp;
wire 	   bist_done_tmp;
reg 	   bist_cs_reg;
reg        bist_we_reg;
reg 	   bist_done_reg;
localparam IDLE    = 3'd0;
localparam WR_0_UP = 3'd1;
localparam RD_0_UP = 3'd2;
localparam WR_1_UP = 3'd3;
localparam RD_1_DN = 3'd4;
localparam WR_0_DN = 3'd5;
localparam RD_0_DN = 3'd6;
localparam FINISH  = 3'd7;
always @(posedge bist_clk or negedge bist_rst_n) begin
  if(!bist_rst_n) state <= IDLE;
  else 	   		  state <= nxt_state;
end
always @(*) begin
  case(state)
    IDLE:    nxt_state = bist_start? WR_0_UP:IDLE;
    WR_0_UP: nxt_state = max_addr_done? RD_0_UP:WR_0_UP;
    RD_0_UP: nxt_state = WR_1_UP;
    WR_1_UP: nxt_state = max_addr_done? RD_1_DN:RD_0_UP;	  
    RD_1_DN: nxt_state = WR_0_DN;
    WR_0_DN: nxt_state = min_addr_done? RD_0_DN:RD_1_DN;
    RD_0_DN: nxt_state = min_addr_done? FINISH:RD_0_DN;
    FINISH:  nxt_state = !bist_start? IDLE:FINISH;
    default: nxt_state = IDLE;
  endcase
end
assign addr_clr_en = (state == IDLE);
assign addr_up_en  = (state == WR_0_UP) || ((state == WR_1_UP) && !max_addr_done);
assign addr_dn_en  = (state == WR_0_DN) || ((state == RD_0_DN) && !min_addr_done);
assign pat_sel = (state == WR_1_UP || state == RD_1_DN);
assign bist_cs_tmp = ((state == IDLE) || (state == FINISH))? 1'b0:1'b1;
always @(posedge bist_clk or negedge bist_rst_n) begin
  if(!bist_rst_n) bist_cs_reg <= 1'd0;
  else 			  bist_cs_reg <= bist_cs_tmp;
end
assign bist_we_tmp = ((state == WR_0_UP) || (state == WR_1_UP) || (state == WR_0_DN));	
always @(posedge bist_clk or negedge bist_rst_n) begin
  if(!bist_rst_n) bist_we_reg <= 1'd0;
  else 			  bist_we_reg <= bist_we_tmp;
end
assign bist_done_tmp = (state == FINISH);
always @(posedge bist_clk or negedge bist_rst_n) begin
  if(!bist_rst_n) bist_done_reg <= 1'd0;
  else 			  bist_done_reg <= bist_done_tmp;
end
assign bist_cs   = bist_cs_reg;
assign bist_we   = bist_we_reg;
assign bist_done = bist_done_reg;
endmodule
==> flow_metrics.py <==
# Auto-generated metrics
metrics = {
    "outcome": {
        "status": "finished clean",
    },
    "clock_tree": {
        "cts_hold_buf": 0,
        "numClockSinks": 11,
        "root_buffer": "clkbuf_4",
        "cts_buffers": 3,
        "h-tree-depth": 1,
        "clk_pin_slew_worst_paths_ns": 0.07,
        "clockBufferDepth": 2,
        "clock_latency_ns": 0.27,
        "cts_tree": "built",
    },
    "worst_setup_path": {
        "worst_path_largest_cell_delay_ns": 0.46,
        "cpLargestDelayFamily": "buffers and inverters",
        "critPathRequiredTime_ns": 1.12,
        "critPathLaunchType": "register",
        "slowest_stage": "clkdlybuf4s50_1",
        "path_class": "register to output port",
        "path_cells": "clkdlybuf4s50_1",
        "end_kind": "output port",
        "cp_max_fo": 1,
        "critPathArrivalTime_ns": 1.04,
        "path_buffers": 1,
    },
    "power": {
        "fin_total_pwr_uw": 769,
        "net-switching-power_uw": 181,
        "p_leak_nw": 0.302,
        "p_comb_share_pct": 20.3,
        "p_seq_share_pct": 52.5,
        "swShare_pct": 23.5,
        "p_clk_share_pct": 27.3,
        "max-vdd-ir-drop_mv": 0.194,
        "internal-power_uw": 588,
        "power_density_nw_per_um2": 1270,
    },
    "place": {
        "io_buffers": 11,
        "placed_cell_area_um2": 548,
        "place.gp.congestion": 0.681,
        "place_hpwl_um": 656,
        "pre_cts_ws_ns": -0.311,
    },
    "timing": {
        "fin_crit_sh_pct": 94.3,
        "setup_slack_ns": 0.0792,
        "worstMarginPinSlew_ns": 0.453,
        "slew_headroom_pct": 69.7,
        "maxSlewViolCount": 0,
        "post-route-min-period_ns": 1.32,
        "hold_viol": 0,
        "rsz0062_at_grt": "no",
        "fmax_ghz": 0.757,
        "final.setup.tns_ns": 0,
        "skew_ns": 0.00366,
        "setup_viol": 0,
    },
    "yosys": {
        "netlist_instances": 30,
        "netlist_area_um2": 365,
        "synth_seq_share_pct": 75.7,
        "synth.avg_cell_area_um2": 12.2,
        "ys.flops": 11,
        "yosysWarnings": 1,
        "ys_cells": 30,
        "synth_chip_area_um2": 365,
        "synth_cell_types": 11,
    },
    "detailed_routing": {
        "vias_per_cell": 2.86,
        "diodes": 0,
        "antenna_left": 0,
        "drc": 0,
        "first_pass_iters": 1,
        "drt-initial-drc-count": 0,
        "routed_wirelength_um": 812,
        "num_vias": 275,
        "routedWlPerCell_um": 8.46,
    },
    "finish": {
        "drive_above_1_share_pct": 26.0,
        "postLayoutCellArea_um2": 604,
        "mostFrequentLayoutCells": "10 x dfrtp_1, 8 x nand2_1, 5 x clkdlybuf4s50_1, 5 x buf_4",
        "final_util_pct": 17.7,
        "regMostFlops": "state",
        "area_growth_pct": 65.4,
        "largest_reg_flops": 7,
        "layout_top_cell": "dfrtp_1",
        "seqCellArea_um2": 277,
        "nFillCells": 387,
        "logic_area_um2": 96.3,
    },
    "global_route": {
        "grt_pass1_vias": 292,
        "grt_max_degree": 12,
        "track_usage_pct": 2.66,
        "grt_overflow": 0,
        "antenna_found_initial": 0,
        "grt_pass1_wl_um": 1320,
    },
    "floorplan": {
        "die_h_um": 80,
        "dieArea_um2": 6400,
        "dieWidth_um": 80,
        "fp-utilization_pct": 10.7,
        "row_count": 21,
        "core-area_um2": 3420,
        "ioPinCount": 12,
    },
    "run": {
        "maxCapViolCount": 0,
        "warnings": 25,
    },
    "min_path": {
        "hp-class": "input pin to asynchronous set/reset pin",
    },
}
-- kinds of logic after synthesis --
group,after synthesis,share of synthesized area (%)
AND/OR/NAND/NOR,14,17.1
buffers and inverters,2,2.06
flip-flops,11,75.7
AND-OR/OR-AND,3,5.13
-- cell usage after synthesis, drive strengths merged --
master	number	area [um^2]
dfstp	1	26.3
inv	2	7.51
or2	1	6.26
o21ai	2	10.0
nand2b	2	12.5
nand2	8	30.0
nor2	2	7.51
a22o	1	8.76
dfrtp	10	250
or3	1	6.26
-- final timing paths --
kind | slack [ns] | endpoint | cells past startpoint | start
worst max-delay path | 0.08 | bist_done | 1 | bist_done_reg
worst min-delay path | 0.32 | state[4] | 1 | bist_rst_n
worst max register to register | 0.35 | bist_we_reg | 2 | state[6]
worst min register to register | 0.35 | state[6] | 0 | state[2]
max in group asynchronous | 0.74 | state[0] | 1 | bist_rst_n
min in group clk0 | 0.35 | state[6] | 0 | state[2]
-- through the flow --
| step | cells | hold WS [ns] |
|---|---|---|
| 3_5_place_dp | 89 | 0.346 |
| 5_1_grt | 96 | 0.340 |
| 3_3_place_gp | 89 | 0.334 |
| 4_1_cts | 97 | 0.331 |
| 2_1_floorplan | 30 | -0.0156 |
| 6_report | 96 | 0.325 |
-- power groups by stage --
| stage | clock network, mW | registers (mW) | logic, mW |
|---|---|---|---|
| 4_1_cts | 0.220 | 0.402 | 0.177 |
| 5_1_grt | 0.231 | 0.412 | 0.177 |
| 6_report | 0.210 | 0.403 | 0.156 |
-- layer usage --
| metal | up-vias | GRT usage (%) | routed length (um) |
|---|---|---|---|
| li1 | 135 | - | - |
| met5 | - | 0 | 0 |
| met2 | 10 | 4.82 | 404 |
| met1 | 130 | 2.38 | 298 |
| met3 | 0 | 2.05 | 108 |
| met4 | 0 | 0.176 | 0 |
-- layout make-up --
type                    count  share of cell area [%]
well taps                  46                    9.52
clock buffers               3                    3.73
flip-flops and latches     11                    45.8
repair buffers             16                    23.0
clock inverters             1                   0.828
inverters                   2                    1.24
multi-input cells          17                    15.9
-- what timing repair did --
| action | in CTS | in global routing |
|---|---|---|
| gates resized | 11 | 2 |
| setup buffers | 4 | 0 |
| pin swaps | 1 | 0 |
| endpoints found under the setup margin | 4 | 3 |
No activity file was given, so power comes from the tool's default toggle rates.
